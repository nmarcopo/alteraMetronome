## config.mk

```make
export PLATFORM = sky130hd
export DESIGN_NAME = LCD_Display
export DESIGN_NICKNAME = LCD_Display
export VERILOG_FILES = /design/flow/design.v
export SDC_FILE = /design/flow/constraint.sdc
export NUM_CORES = 4
export LEC_CHECK = 1
export CORE_UTILIZATION = 30
```

## constraint.sdc

```tcl
current_design LCD_Display

set clk_period 2.4
set clk_io_pct 0.2

create_clock -name clk0 -period $clk_period [get_ports {iCLK_50MHZ}]

set non_clock_inputs [all_inputs -no_clocks]
set_input_delay [expr $clk_period * $clk_io_pct] -clock clk0 $non_clock_inputs
set_output_delay [expr $clk_period * $clk_io_pct] -clock clk0 [all_outputs]
```

## design.v

```verilog
module LCD_Display (
	input 			iCLK_50MHZ, 
	input 			iRST_N, 
	output 	[4:0]	oMSG_INDEX,
	input		[7:0]	iMSG_ASCII,
	output reg		LCD_RS,
	output reg 		LCD_E,
	output 			LCD_RW,
	inout 	[7:0] DATA_BUS
	);
	parameter
		HOLD 				= 4'h0,
		FUNC_SET 		= 4'h1,
		DISPLAY_ON 		= 4'h2,
		MODE_SET 		= 4'h3,
		Print_String 	= 4'h4,
		LINE2 			= 4'h5,
		RETURN_HOME 	= 4'h6,
		DROP_LCD_E 		= 4'h7,
		RESET1 			= 4'h8,
		RESET2 			= 4'h9,
		RESET3 			= 4'ha,
		DISPLAY_OFF 	= 4'hb,
		DISPLAY_CLEAR 	= 4'hc;
	reg 	[3:0] 	state, next_command;
	reg 	[7:0] 	DATA_BUS_VALUE;
	wire 	[7:0] 	Next_Char;
	reg 	[19:0] 	CLK_COUNT_400HZ;
	reg 	[4:0] 	CHAR_COUNT;
	reg 				CLK_400HZ; 
	reg				LCD_RW_INT;
	assign DATA_BUS = (LCD_RW_INT? 8'bZZZZZZZZ: DATA_BUS_VALUE);
	assign oMSG_INDEX = CHAR_COUNT;
	assign Next_Char 			= iMSG_ASCII;
	assign LCD_RW = LCD_RW_INT;
	always @(posedge iCLK_50MHZ or negedge iRST_N)
		if (!iRST_N)
		begin
			CLK_COUNT_400HZ <= 20'h00000;
			CLK_400HZ <= 1'b0;
		end
		else if (CLK_COUNT_400HZ < 20'h0F424)
		begin
			CLK_COUNT_400HZ <= CLK_COUNT_400HZ + 1'b1;
		end
		else
		begin
		  CLK_COUNT_400HZ <= 20'h00000;
		  CLK_400HZ <= ~CLK_400HZ;
		end
	always @(posedge CLK_400HZ or negedge iRST_N)
		if (!iRST_N)
		begin
		 state <= RESET1;
		end
		else
		case (state)
		RESET1:			
		begin
		  LCD_E <= 1'b1;
		  LCD_RS <= 1'b0;
		  LCD_RW_INT <= 1'b0;
		  DATA_BUS_VALUE <= 8'h38;
		  state <= DROP_LCD_E;
		  next_command <= RESET2;
		  CHAR_COUNT <= 5'b00000;
		end
		RESET2:
		begin
		  LCD_E <= 1'b1;
		  LCD_RS <= 1'b0;
		  LCD_RW_INT <= 1'b0;
		  DATA_BUS_VALUE <= 8'h38;
		  state <= DROP_LCD_E;
		  next_command <= RESET3;
		end
		RESET3:
		begin
		  LCD_E <= 1'b1;
		  LCD_RS <= 1'b0;
		  LCD_RW_INT <= 1'b0;
		  DATA_BUS_VALUE <= 8'h38;
		  state <= DROP_LCD_E;
		  next_command <= FUNC_SET;
		end
		FUNC_SET:
		begin
		  LCD_E <= 1'b1;
		  LCD_RS <= 1'b0;
		  LCD_RW_INT <= 1'b0;
		  DATA_BUS_VALUE <= 8'h38;
		  state <= DROP_LCD_E;
		  next_command <= DISPLAY_OFF;
		end
		DISPLAY_OFF:
		begin
		  LCD_E <= 1'b1;
		  LCD_RS <= 1'b0;
		  LCD_RW_INT <= 1'b0;
		  DATA_BUS_VALUE <= 8'h08;
		  state <= DROP_LCD_E;
		  next_command <= DISPLAY_CLEAR;
		end
		DISPLAY_CLEAR:
		begin
		  LCD_E <= 1'b1;
		  LCD_RS <= 1'b0;
		  LCD_RW_INT <= 1'b0;
		  DATA_BUS_VALUE <= 8'h01;
		  state <= DROP_LCD_E;
		  next_command <= DISPLAY_ON;
		end
		DISPLAY_ON:
		begin
		  LCD_E <= 1'b1;
		  LCD_RS <= 1'b0;
		  LCD_RW_INT <= 1'b0;
		  DATA_BUS_VALUE <= 8'h0C;
		  state <= DROP_LCD_E;
		  next_command <= MODE_SET;
		end
		MODE_SET:
		begin
		  LCD_E <= 1'b1;
		  LCD_RS <= 1'b0;
		  LCD_RW_INT <= 1'b0;
		  DATA_BUS_VALUE <= 8'h06;
		  state <= DROP_LCD_E;
		  next_command <= Print_String;
		end
		Print_String:
		begin
		  state <= DROP_LCD_E;
		  LCD_E <= 1'b1;
		  LCD_RS <= 1'b1;
		  LCD_RW_INT <= 1'b0;
		  if (Next_Char[7:4] != 4'h0)
			DATA_BUS_VALUE <= Next_Char;
		  else if (Next_Char[3:0] >9)
			 DATA_BUS_VALUE <= {4'h4,Next_Char[3:0]-4'h9};
		  else
			 DATA_BUS_VALUE <= {4'h3,Next_Char[3:0]};
		  if ((CHAR_COUNT < 31) && (Next_Char != 8'hFE))
			  CHAR_COUNT <= CHAR_COUNT + 1'b1;
		  else
			  CHAR_COUNT <= 5'b00000; 
		  if (CHAR_COUNT == 15)
			 next_command <= LINE2;
		  else if ((CHAR_COUNT == 31) || (Next_Char == 8'hFE))
			 next_command <= RETURN_HOME;
		  else
			 next_command <= Print_String;
		end
		LINE2:
		begin
		  LCD_E <= 1'b1;
		  LCD_RS <= 1'b0;
		  LCD_RW_INT <= 1'b0;
		  DATA_BUS_VALUE <= 8'hC0;
		  state <= DROP_LCD_E;
		  next_command <= Print_String;
		end
		RETURN_HOME:
		begin
		  LCD_E <= 1'b1;
		  LCD_RS <= 1'b0;
		  LCD_RW_INT <= 1'b0;
		  DATA_BUS_VALUE <= 8'h80;
		  state <= DROP_LCD_E;
		  next_command <= Print_String;
		end
		DROP_LCD_E:
		begin
		  LCD_E <= 1'b0;
		  state <= HOLD;
		end
		HOLD:
		begin
		  state <= next_command;
		end
		endcase
endmodule
```

## run.sh

```bash
#!/bin/bash
# OpenROAD 26Q1-2900-gdf79404cd8, Yosys 0.63+post, stock flow scripts
make -C /OpenROAD-flow-scripts/flow DESIGN_CONFIG=/design/flow/config.mk WORK_HOME=/design/flow/orfs finish
```

==> flow_summary_export.csv <==
group,metric,value,unit
setup_path,crit_path_top_delay_cell,"sky130_fd_sc_hd__o211ai_4",
floorplanning,core.rowCount,31,
grt,gr-total-overflow,0,
clocking,clock_path_buffers,2,
cells_and_area,layout-drive-gt1-share,0.0542,
cells_and_area,num-fill-cells,721,
job,number_of_logged_tool_warnings,27,
placed_design,dp_hpwl,2.85,mm
synth,yosys.area.top_type_share,0.260,
cells_and_area,final_cell_count_no_fill,339,
clocking,clk-insertion-delay-late,250,ps
synth,synth-warning-count,2,
timing,grt_setup_unrepaired,"no",
power,power_leakage,0.900,nW
cells_and_area,final_util,0.355,
floorplanning,die-area,8040,um^2
synth,largest_area_cell,"sky130_fd_sc_hd__dfrtp_1",
synth,topCellsByArea,"sky130_fd_sc_hd__dfrtp_1 (26%), sky130_fd_sc_hd__edfxtp_1 (25%), sky130_fd_sc_hd__xnor2_1 (6.1%), sky130_fd_sc_hd__nor2_1 (5.9%), sky130_fd_sc_hd__ha_1 (3.3%)",
synth,synth_sequential_area_ratio,0.519,
synth,ys.flops,44,
outcome,run_status,"finished clean",
floorplanning,die_w,89.7,um
grt,grt_first_pass_wirelength,6.99,mm
power,cellPowerDensity,349,nW/um^2
setup_path,critical_path.endpoint_type,"flop",
synth,synth_top_cell_by_count,"sky130_fd_sc_hd__nor2_1",
clocking,cell_chosen_for_the_clock_root,"sky130_fd_sc_hd__clkbuf_8",
timing,clock-skew-final,2.73,ps
clocking,post_cts.repair.setup_buffers,0,
placed_design,port_buffers,16,
synth,yosys-stat-cells,225,
timing,unconstrained_endpoints,57,
timing,worst-slew-pin-transition,641,ps
synth,synth-area-yosys,2310,um^2
grt,grt_start_max_net_pins,31,
grt,first_global_vias,1502,
synth,enable_flop_cells,19,
clocking,numCtsBuffers,3,
timing,drv_slew,0,
routing,vias_per_cell,4.73,
min_path,hold_class,"reg2reg",
synth,yosys-top-cells-count,"sky130_fd_sc_hd__nor2_1 (36), sky130_fd_sc_hd__dfrtp_1 (24), sky130_fd_sc_hd__edfxtp_1 (19)",
cells_and_area,syn2layout_area_growth,12.8,%
timing,layout_worst_path_cycle_share,0.674,
grt,antenna_found_initial,0,
timing,fmax,618,MHz
synth,netlist_area,2310,um^2
setup_path,crit_path_max_incr_delay,460,ps
routing,routed_wire_length_per_instance,11.6,um
clocking,clock_tree_from_tritoncts,"built",
synth,yosys_most_used_dff,"sky130_fd_sc_hd__dfrtp_1",
synth,post_synth_num_cell_types,48,
grt,grt.total_usage,0.111,
synth,avgSynthCellArea,10.2,um^2
clocking,holdBufCountCts,0,
routing,drc,0,
routing,num_vias,1603,
job,max_cap_viol_count,0,
routing,dr.pass1.iters,4,
routing,insertedDiodeCount,0,
floorplanning,die-height,89.7,um
timing,final-hold-violation-count,0,
timing,final_report_setup_violation_count,0,
clocking,clkSlewWorstSetupHoldPaths,70,ps
synth,synthCells,225,
timing,totalNegativeSetupSlack,0,ps
placed_design,dp_cells,335,
setup_path,cp_cell_sequence,"nor3_1, nand4b_1, o211ai_4, xor2_1",
setup_path,timing.critical_path.from_type,"flop",
setup_path,critical_path_class,"reg2reg",
setup_path,arrival,1730,ps
routing,drt-initial-drc-count,49,
clocking,htree_levels,1,
floorplanning,core_area,7330,um^2
floorplanning,fp-utilization,0.315,
setup_path,worst_ep_required_time,2510,ps
floorplanning,top_level_ports,26,
placed_design,gp_routability_congestion,0.787,
timing,unclocked_regs,23,
timing,period_minus_slack,1620,ps
synth,ys_async_sr_fraction,0.568,
setup_path,crit_fanout,17,
routing,routed_wirelength,3.92,mm
clocking,cts_resized,0,
routing,detail-route-antenna-nets,0,
timing,slew_headroom,0.573,
power,ir_drop,0.330,mV
==> cell usage in the layout, fill, tap and decap left out, drive strengths merged, types with 7 or more instances in the layout <==
cell type	n
a21oi	7
clkdlybuf4s50	16
nand2	16
o21ai	7
edfxtp	19
nand3	9
inv	11
nor2	37
dfrtp	24
nor3	12
xnor2	16
==> worst max-delay path: cells and delay by family, from the launching register on <==
kind	cells	cell delay, ps
DFF	1	440
and+or+nand+nor	2	450
AOI/OAI and AO/OA	1	460
xor gates and xnor gates	1	120
==> per-stage QoR <==
step / hold slack (ps) / total power, W / setup WS [ps] / instance area (um^2)
after floorplan: 184 / 0.000639 / 1010 / 2320
after global placement: 477 / 0.000693 / 787 / 2560
after detailed placement: 487 / 0.000698 / 765 / 2560
after CTS: 497 / 0.000927 / 749 / 2600
after global routing: 524 / 0.000956 / 627 / 2600
final: 492 / 0.000908 / 782 / 2600
==> per-layer routing <==
layer / vias up / track usage / wire, um
li1: 819 / - / -
met1: 757 / 0.178 / 1910
met2: 25 / 0.178 / 1910
met3: 2 / 0.00927 / 94
met4: 0 / 0.00866 / 17
met5: - / 0 / 0
==> final timing paths <==
check,start,endpoint,slack [ps],cells past startpoint
min reg2reg,CLK_COUNT_400HZ[0],CLK_COUNT_400HZ[0],490,1
max,CLK_COUNT_400HZ[8],CLK_400HZ,780,4
max reg2reg,CLK_COUNT_400HZ[8],CLK_400HZ,780,4
min,CLK_COUNT_400HZ[0],CLK_COUNT_400HZ[0],490,1
max in group asynchronous,iRST_N,CLK_COUNT_400HZ[14],1530,2
min in group asynchronous,iRST_N,CLK_COUNT_400HZ[4],590,2
==> report_power, final <==
part / internal (W) / switching, W
Combinational: 0.0000240 / 0.0000283
Clock: 0.000118 / 0.000107
Sequential: 0.000579 / 0.0000517
Total: 0.000721 / 0.000187
==> state kept, by name (all words and copies together) (netlist names) <==
register and count:
DATA_BUS 8, CHAR_COUNT 5, next_command 4, LCD_RS 1, state 4, CLK_COUNT_400HZ 20
CLK_400HZ 1, LCD_E 1
==> kinds of logic (layout without fill, tap and decap cells) <==
group,after synthesis,after routing,synth area share
AND-OR/OR-AND,34,34,0.106
XOR/XNOR,18,18,0.0684
adder cells (fa/ha/maj),7,7,0.0369
buffers and inverters,21,32,0.0423
flip-flops,44,44,0.519
multiplexers,2,2,0.00977
other,1,5,0.00163
AND/OR/NAND/NOR,98,98,0.215
==> final cells by class <==
cell class,instances,area (um^2),area share
repair buffers,17,168,0.0645
inverters,11,41.3,0.0159
well taps,99,124,0.0476
clock buffers,4,45.0,0.0173
multi-input cells,164,1030,0.394
flip-flops and latches,44,1200,0.460
Power is estimated from default activity; no workload was simulated.
